## /design/flow/design.v

```verilog
module design_5 #(parameter width = 8, parameter cwidth =4)(
  input [width-1:0] OPA, OPB,
  input CLK, RST, CE, MODE, CIN,
  input [1:0] INP_VALID,
  input [cwidth-1:0] CMD,
  output reg [2*width:0] RES,
  output reg OFLOW,
  output reg COUT,
  output reg G,
  output reg L,
  output reg E,
  output reg ERR
);
reg [2*width:0] temp;
reg [2*width:0] next_RES;
reg next_COUT, next_OFLOW, next_G, next_L, next_E, next_ERR;
localparam CMD_ADD = 4'b0000;
localparam CMD_SUB = 4'b0001;
localparam CMD_ADD_CIN = 4'b0010;
localparam CMD_SUB_CIN = 4'b0011;
localparam CMD_EGL = 4'b1000;
localparam CMD_INC_MUL = 4'b1001;
localparam CMD_SHIFT_MUL = 4'b1010;
localparam CMD_SI_UNSI_ADD = 4'b1011;
localparam CMD_SI_UNSI_SUB = 4'b1100;
localparam CMD_INC_A = 4'b0100;
localparam CMD_DEC_A = 4'b0101;
localparam CMD_INC_B = 4'b0110;
localparam CMD_DEC_B = 4'b0111;
localparam CMD_AND = 4'b0000;
localparam CMD_NAND = 4'b0001;
localparam CMD_OR = 4'b0010;
localparam CMD_NOR = 4'b0011;
localparam CMD_XOR = 4'b0100;
localparam CMD_XNOR = 4'b0101;
localparam CMD_ROL_A_B = 4'b1100;
localparam CMD_ROR_A_B = 4'b1101;
localparam CMD_NOT_A = 4'b0110;
localparam CMD_SHR1_A = 4'b1000;
localparam CMD_SHLI_A = 4'b1001;
localparam CMD_NOT_B = 4'b0111;
localparam CMD_SHR1_B = 4'b1010;
localparam CMD_SHL1_B = 4'b1011;
wire [2:0] amount;
assign amount = OPB[2:0];
always@(posedge CLK or posedge RST)
begin
    if(RST)begin
        next_RES <= 'b0;
        next_COUT <= 1'b0;
        next_OFLOW <= 1'b0;
        next_G <= 1'b0;
        next_E <= 1'b0;
        next_L <= 1'b0;
        next_ERR <= 1'b0;
    end
    else if(CE)
    begin
        if(INP_VALID == 2'b00)
        begin
            next_RES <= 'b0;
            next_COUT <= 1'b0;
            next_OFLOW <= 1'b0;
            next_G <= 1'b0;
            next_E <= 1'b0;
            next_L <= 1'b0;
            next_ERR <= 1'b0;
        end
        else if(INP_VALID ==2'b11)
        begin
            next_RES <= 'b0;
            next_COUT <= 1'b0;
            next_OFLOW <= 1'b0;
            next_G <= 1'b0;
            next_E <= 1'b0;
            next_L <= 1'b0;
            next_ERR <= 1'b0;
            if(MODE)begin
                case(CMD)
                    CMD_ADD:
                    begin
                        temp = OPA + OPB;
                        next_RES <= temp;
                        next_COUT <= temp[width];
                    end
                    CMD_SUB:
                    begin
                        next_OFLOW <= (OPA<OPB)?1'b1:1'b0;
                        next_RES <= OPA-OPB;
                    end
                    CMD_ADD_CIN:
                    begin
                        temp = OPA + OPB + CIN;
                        next_RES <= temp;
                        next_COUT <= temp[width];
                    end
                    CMD_SUB_CIN:
                    begin
                        next_OFLOW <= (OPA<OPB)?1'b1:1'b0;
                        next_RES <= OPA-OPB-CIN;
                    end
                    CMD_EGL:
                    begin
                        next_RES <= 'b0;
                        if(OPA==OPB)
                        begin
                            next_E <= 1'b1;
                            next_G <= 1'b0;
                            next_L <= 1'b0;
                        end
                        else if(OPA>OPB)
                        begin
                            next_E <= 1'b0;
                            next_G <= 1'b1;
                            next_L <= 1'b0;
                        end
                        else
                        begin
                            next_E <= 1'b0;
                            next_G <= 1'b0;
                            next_L <= 1'b1;
                        end
                    end
                    CMD_INC_MUL:
                    begin
                        temp = (OPA+1) * (OPB+1);
                        next_RES <= temp;
                        next_COUT <= temp[2*width];
                    end
                    CMD_SHIFT_MUL:
                    begin
                        temp =(OPA<<1)*OPB;
                        next_RES <= temp;
                        next_COUT <= temp[2*width];
                    end
                    CMD_SI_UNSI_ADD:
                    begin
                        temp = $signed(OPA) + $signed(OPB);
                        next_RES <= temp;
                        next_COUT <= temp[width];
                        next_OFLOW <= ((OPA[width-1] == OPB[width-1]) && (temp[width-1] != OPA[width-1])) ? 1'b1 : 1'b0;
                        if($signed(OPA)==$signed(OPB))
                        begin
                            next_E <= 1'b1;
                            next_G <= 1'b0;
                            next_L <= 1'b0;
                        end
                        else if($signed(OPA)>$signed(OPB))
                        begin
                            next_E <= 1'b0;
                            next_G <= 1'b1;
                            next_L <= 1'b0;
                        end
                        else
                        begin
                            next_E <= 1'b0;
                            next_G <= 1'b0;
                            next_L <= 1'b1;
                        end
                    end
                    CMD_SI_UNSI_SUB:
                    begin
                        temp = $signed(OPA) - $signed(OPB);
                        next_RES<= temp;
                        next_COUT <= temp[width];
                       next_OFLOW <= ((OPA[width-1] != OPB[width-1]) && (temp[width-1] != OPA[width-1])) ? 1'b1 : 1'b0;
                        if($signed(OPA) == $signed(OPB))
                        begin
                            next_E <= 1'b1;
                            next_G <= 1'b0;
                            next_L <= 1'b0;
                        end
                        else if($signed(OPA) > $signed(OPB))
                        begin
                            next_E <= 1'b0;
                            next_G <= 1'b1;
                            next_L <= 1'b0;
                        end
                        else
                        begin
                            next_E <= 1'b0;
                            next_G <= 1'b0;
                            next_L <= 1'b1;
                        end
                    end
                    default:
                    begin
                        next_RES <= 'b0;
                        next_COUT <= 1'b0;
                        next_OFLOW <= 1'b0;
                        next_G <= 1'b0;
                        next_E <= 1'b0;
                        next_L <= 1'b0;
                        next_ERR <= 1'b0;
                    end
                endcase
            end
            else begin
                case(CMD)
                    CMD_AND:next_RES <= {{width*2-(width-1){1'b0}},OPA&OPB};
                    CMD_NAND:next_RES <= {{width*2-(width-1){1'b0}},~(OPA&OPB)};
                    CMD_OR:next_RES <= {{width*2-(width-1){1'b0}},OPA|OPB};
                    CMD_NOR:next_RES <= {{width*2-(width-1){1'b0}},~(OPA|OPB)};
                    CMD_XOR:next_RES <= {{width*2-(width-1){1'b0}},OPA^OPB};
                    CMD_XNOR:next_RES <= {{width*2-(width-1){1'b0}},~(OPA^OPB)};
                    CMD_ROL_A_B:
                    begin
                        if (amount == 0)
                            next_RES <= {{width*2-(width-1){1'b0}}, OPA};
                        else
                            next_RES <= {{width*2-(width){1'b0}}, (OPA << amount) | (OPA >> (width - amount))};
                        next_ERR <= (width > 3 && |OPB[width-1:3]) ? 1'b1 : 1'b0;
                    end
                    CMD_ROR_A_B:
                    begin
                        if (amount == 0)
                            next_RES <= {{width*2-(width-1){1'b0}}, OPA};
                        else
                            next_RES <= {{width*2-(width-1){1'b0}}, (OPA >> amount) | (OPA << (width - amount))};
                        next_ERR <= (width > 3 && |OPB[width-1:3]) ? 1'b1 : 1'b0;
                    end
                    default:
                    begin
                        next_RES <='b0;
                        next_COUT <= 1'b0;
                        next_OFLOW <= 1'b0;
                        next_G <= 1'b0;
                        next_E <= 1'b0;
                        next_L <= 1'b0;
                        next_ERR <= 1'b0;
                    end
                endcase
            end
        end
        else if(INP_VALID == 2'b01)
        begin
            next_RES <=  'b0;
            next_COUT <= 1'b0;
            next_OFLOW <= 1'b0;
            next_G <= 1'b0;
            next_E <= 1'b0;
            next_L <= 1'b0;
            next_ERR <= 1'b0;
            if(MODE)begin
                case(CMD)
                    CMD_INC_A:next_RES <= OPA+1;
                    CMD_DEC_A:next_RES <= OPA-1;
                    default:
                    begin
                        next_RES <= 'b0;
                        next_COUT <= 1'b0;
                        next_OFLOW <= 1'b0;
                        next_G <= 1'b0;
                        next_E <= 1'b0;
                        next_L <= 1'b0;
                        next_ERR <= 1'b0;
                    end
                endcase
            end
            else begin
                case(CMD)
                    CMD_NOT_A:next_RES <= {{width*2-(width-1){1'b0}},~OPA};
                    CMD_SHR1_A:next_RES <= {{width*2-(width-1){1'b0}},OPA>>1};
                    CMD_SHLI_A:next_RES <= {{width*2-(width-1){1'b0}},OPA<<1};
                    default:
                    begin
                        next_RES <= 'b0;
                        next_COUT <= 1'b0;
                        next_OFLOW <= 1'b0;
                        next_G <= 1'b0;
                        next_E <= 1'b0;
                        next_L <= 1'b0;
                        next_ERR <= 1'b0;
                    end
                endcase
            end
        end
        else if(INP_VALID == 2'b10)
            begin
                next_RES <= 'b0;
                next_COUT <= 1'b0;
                next_OFLOW <= 1'b0;
                next_G <= 1'b0;
                next_E <= 1'b0;
                next_L <= 1'b0;
                next_ERR <= 1'b0;
                if(MODE) begin
                    case(CMD)
                        CMD_INC_B: next_RES <= OPB + 1;
                        CMD_DEC_B: next_RES <= OPB - 1;
                        default:
                        begin
                            next_RES <= 'b0;
                            next_COUT <= 1'b0;
                            next_OFLOW <= 1'b0;
                            next_G <= 1'b0;
                            next_E <= 1'b0;
                            next_L <= 1'b0;
                            next_ERR <= 1'b0;
                        end
                    endcase
                end
                else begin
                    case(CMD)
                        CMD_NOT_B:next_RES <= {{width*2-(width-1){1'b0}},~OPB};
                        CMD_SHR1_B:next_RES <= {{width*2-(width-1){1'b0}},OPB>>1};
                        CMD_SHL1_B:next_RES <= {{width*2-(width-1){1'b0}},OPB<<1};
                        default:
                        begin
                            next_RES <= 'b0;
                            next_COUT <= 1'b0;
                            next_OFLOW <= 1'b0;
                            next_G <= 1'b0;
                            next_E <= 1'b0;
                            next_L <= 1'b0;
                            next_ERR <= 1'b0;
                        end
                    endcase
                end
        end
    end
end
always @(posedge CLK or posedge RST) begin
    if(RST) begin
        RES <= 'b0;
        COUT <= 1'b0;
        OFLOW <= 1'b0;
        G <= 1'b0;
        E <= 1'b0;
        L <= 1'b0;
        ERR <= 1'b0;
    end else if (CE) begin
        RES <= next_RES;
        COUT <= next_COUT;
        OFLOW <= next_OFLOW;
        G <= next_G;
        L <= next_L;
        E <= next_E;
        ERR <= next_ERR;
    end
end
endmodule
```

## /design/flow/run.sh

```bash
#!/bin/bash
# OpenROAD 26Q1-2900-gdf79404cd8, Yosys 0.63+post, stock flow scripts
make -C /OpenROAD-flow-scripts/flow DESIGN_CONFIG=/design/flow/config.mk WORK_HOME=/design/flow/orfs finish
```

## /design/flow/config.mk

```make
export PLATFORM = sky130hd
export DESIGN_NAME = design_5
export DESIGN_NICKNAME = design_5
export VERILOG_FILES = /design/flow/design.v
export SDC_FILE = /design/flow/constraint.sdc
export NUM_CORES = 4
export LEC_CHECK = 1
export CORE_UTILIZATION = 50
```

## /design/flow/constraint.sdc

```tcl
current_design design_5

set clk_period 1.6
set clk_io_pct 0.2

create_clock -name clk0 -period $clk_period [get_ports {CLK}]

set non_clock_inputs [all_inputs -no_clocks]
set_input_delay [expr $clk_period * $clk_io_pct] -clock clk0 $non_clock_inputs
set_output_delay [expr $clk_period * $clk_io_pct] -clock clk0 [all_outputs]
```

==> run summary <==
status: finished, violations left
Reg power frac: 0.093
critical path type: in2reg
Logic pwr share: 0.838
Clock transition at path regs: 0.07 ns
most frequent logic cell in the layout: buf_4
Syn Area/Cell: 8.06 sq um
met2 WL post-DR: 21400 um
Seq/Total Area, Yosys: 0.102
CP Max Fanout: 7
clk sink count: 46
Diodes inserted: 0
routed length on met3: 5640 um
area of the mapped netlist: 11300 sq um
grt ovf: 0
pwr/cell area: 878 nW/um^2
Final Cycle Share: 3.04
Detailed Route WL: 49100 um
Area Overhead vs Synth: 46.9%
number of global-route vias before repair: 12500
Worst VDD drop: 764 uV
Peak Freq: 0.206 GHz
clock power share: 0.069
post-DR wirelength/cell: 23.4 um
drt first pass iters: 27
Layout Skew: 0.00730 ns
core area: 22000 sq um
failing checks: negative setup slack
pin count of the biggest net entering global routing: 47
Port Buffers: 49
# Cells Yosys: 1401
Die Wd: 152 um
Synthesized registers: 46
Slew headroom: 0.489
sw power: 6830 uW
fin worst setup slack: -3.26 ns
drt first-iter violations: 1125
Switching Share: 0.469
Init Core Util: 0.514
biggest regs: RES: 17 flops, next_RES: 17 flops
Worst setup EP type: register
initial antenna violation count: 1
I/O Pins: 50
tool warnings: 51
unrepaired setup endpoints after global routing: true
final setup vio count: 22
Clk Latency, worst-skew pair: 0.28 ns
CTS tree: built
Post-DRT Antenna Nets: 0
die footprint: 23200 sq um
HPWL after detailed placement: 37700 um
Die Height: 152 um
total CTS buffers: 5
yosys stat area: 11300 sq um
Area after DPL: 15100 sq um
max_cap viols: 0
via count: 12700
Critical Path AT: 5.02 ns
CTS root buffer: clkbuf_16
Cells after Synth: 1401
startpoint types: input port
Final Max Tran Viols: 0
dpl ws: -4.28 ns
post-synthesis async set-or-reset flop share: 1.00
Tmin final: 4.86 ns
distinct lib cells: 104
most frequent cells in the layout: buf_4, nor2_1, inv_1
row cnt: 54
Tightest Pin Transition: 0.755 ns
Min Hold Slack: 0.406 ns
layout cell share with drive strength beyond 1: 0.398
hold buffer count at CTS: 0
CTS H-tree depth: 2
Pleak: 0.00789 uW
Worst Hold Class: in2async
WP data required: 1.76 ns
max layer used: met4
Top FF cell, synth: dfrtp_1
clock tree buffer depth: 2
first-pass GRT wire length: 73000 um
Total Routing Usage GR: 0.432
Post-Layout Inst Area: 16600 sq um
GP Congestion: 1.04
Final Hold Violation Tally: 0
Int Pwr: 7730 uW
Via density: 6.03
met1 WL: 20000 um
Post-synth EDFFs: 0
# DRC: 0
Warnings, synthesis: 1
-- per-stage QoR --
| step | TNS (ns) | power (uW) | std cells | utilization |
|---|---|---|---|---|
| after CTS | -51.78 | 13500 | 2090 | 0.737 |
| after global routing | -54.93 | 15500 | 2102 | 0.755 |
| after detailed placement | -72.99 | 11600 | 2044 | 0.687 |
| after floorplan | -50.23 | 7400 | 1401 | - |
| final | -52.10 | 14600 | 2102 | 0.755 |
| after global placement | -71.96 | 11500 | 2044 | 0.687 |
-- final timing paths --
| kind | start | end | slack, ns | cells after the start |
|---|---|---|---|---|
| max reg2reg | next_RES[0]$_DFFE_PP0P_ | next_RES[0]$_DFFE_PP0P_ | 0.63 | 4 |
| min reg2reg | next_RES[10]$_DFFE_PP0P_ | RES[10]$_DFFE_PP0P_ | 0.51 | 1 |
| min | RST | next_G$_DFFE_PP0P_ | 0.41 | 3 |
| max in group asynchronous | RST | next_RES[0]$_DFFE_PP0P_ | 0.98 | 3 |
| max | OPB[5] | next_RES[16]$_DFFE_PP0P_ | -3.26 | 20 |
| min in group clk0 | next_RES[10]$_DFFE_PP0P_ | RES[10]$_DFFE_PP0P_ | 0.51 | 1 |
-- critical path, stage by stage --
cell	delay, ns
buf_2	0.12
buf_6	0.14
buf_4	0.17
ha_1	0.21
inv_2	0.10
fa_1	0.57
inv_1	0.10
fa_1	0.52
fa_1	0.51
ha_1	0.32
ha_1	0.30
and2_1	0.15
nor2b_2	0.18
nand4_1	0.16
a21oi_1	0.18
and3b_2	0.27
nor4b_2	0.24
buf_4	0.16
a21oi_1	0.06
a211o_1	0.22
-- cells in the mapped netlist, drive strengths merged (28+ instances only) --
| library cell | instances | area share |
|---|---|---|
| a21oi | 69 | 0.031 |
| buf | 46 | 0.022 |
| clkbuf | 34 | 0.016 |
| dfrtp | 46 | 0.10 |
| fa | 87 | 0.15 |
| ha | 111 | 0.12 |
| inv | 161 | 0.054 |
| nand2 | 108 | 0.036 |
| nand3 | 34 | 0.015 |
| nor2 | 149 | 0.050 |
| nor3 | 29 | 0.015 |
| o21ai | 73 | 0.034 |
| xnor2 | 53 | 0.042 |
| xor2 | 28 | 0.022 |
-- final cells by class --
cell class                      instances  area, sq um
Sequential cell                        46         1150
Tap cell                              280          350
Clock inverter                          3         23.8
Multi-Input combinational cell       1109        10200
Inverter                              166          664
Fill cell                            1467         5380
Timing Repair Buffer                  493         4080
Clock buffer                            5          125
-- logic make-up (layout without fill, tap and decap cells) --
kind of cell | count (synthesis) | count (layout) | share of synthesized area
adder cells (fa/ha/maj) | 198 | 198 | 0.277
flip-flops | 46 | 46 | 0.102
multiplexers | 49 | 49 | 0.0541
XOR/XNOR | 81 | 81 | 0.0635
AND/OR/NAND/NOR | 447 | 447 | 0.196
buffers and inverters | 246 | 667 | 0.0933
AND-OR/OR-AND | 334 | 334 | 0.213
-- power groups by stage --
| stage | Combinational [uW] | Clock [uW] | Sequential [uW] |
|---|---|---|---|
| final | 12200 | 1010 | 1360 |
| after CTS | 11100 | 1020 | 1350 |
| after global routing | 13100 | 1070 | 1360 |
-- per-layer routing --
metal	vias up	global-route usage
met5	-	0
met4	0	0.124
met2	734	0.654
met1	6093	0.609
li1	5725	-
met3	133	0.139
-- timing repair --
| item | CTS | global route |
|---|---|---|
| pin swaps | 95 | 67 |
| gates cloned | 1 | 0 |
| gates resized | 206 | 83 |
| buffers inserted | 38 | 15 |
| endpoints found under the setup margin | 23 | 24 |
Power and IR drop assume default switching activity.
